$ cat run.sh
#!/bin/bash
# OpenROAD 26Q1-2900-gdf79404cd8, Yosys 0.63+post, stock flow scripts
make -C /OpenROAD-flow-scripts/flow DESIGN_CONFIG=/design/flow/config.mk WORK_HOME=/design/flow/orfs finish
$ cat config.mk
export PLATFORM = sky130hd
export DESIGN_NAME = FIR_Filter
export DESIGN_NICKNAME = FIR_Filter
export VERILOG_FILES = /design/flow/design.v
export SDC_FILE = /design/flow/constraint.sdc
export NUM_CORES = 4
export LEC_CHECK = 1
export CORE_UTILIZATION = 30
$ cat constraint.sdc
current_design FIR_Filter

set clk_period 10.2
set clk_io_pct 0.2

create_clock -name clk0 -period $clk_period [get_ports {clk}]

set non_clock_inputs [all_inputs -no_clocks]
set_input_delay [expr $clk_period * $clk_io_pct] -clock clk0 $non_clock_inputs
set_output_delay [expr $clk_period * $clk_io_pct] -clock clk0 [all_outputs]
$ cat design.v
`timescale 1ns / 1ps
module FIR_Filter
#(
    parameter INPUT_WIDTH  = 16,
    parameter OUTPUT_WIDTH = 32,
    parameter TAPS = 32
)
(
    input  wire                    clk,
    input  wire [INPUT_WIDTH-1:0] data_in,
    output reg  [OUTPUT_WIDTH-1:0] data_out
);
    wire signed [10:0] coeffs [0:31];
    assign coeffs[ 0] = 11'sd0;  assign coeffs[ 1] = 11'sd1;
    assign coeffs[ 2] = 11'sd2;  assign coeffs[ 3] = 11'sd2;
    assign coeffs[ 4] = 11'sd2;  assign coeffs[ 5] = 11'sd2;
    assign coeffs[ 6] =  -11'sd1;  assign coeffs[ 7] =  -11'sd5;
    assign coeffs[ 8] =  -11'sd14; assign coeffs[ 9] =  -11'sd25;
    assign coeffs[10] =  -11'sd40; assign coeffs[11] =  -11'sd56;
    assign coeffs[12] =  -11'sd73; assign coeffs[13] =  -11'sd89;
    assign coeffs[14] =  -11'sd103; assign coeffs[15] =  -11'sd111;
    assign coeffs[16] =  11'sd1023;assign coeffs[17] =  -11'sd111;
    assign coeffs[18] =  -11'sd103; assign coeffs[19] =  -11'sd89;
    assign coeffs[20] =  -11'sd73; assign coeffs[21] =  -11'sd56;
    assign coeffs[22] =  -11'sd40; assign coeffs[23] =  -11'sd25;
    assign coeffs[24] =  -11'sd14;  assign coeffs[25] =  -11'sd5;
    assign coeffs[26] = -11'sd1;  assign coeffs[27] = 11'sd2;
    assign coeffs[28] = 11'sd2;  assign coeffs[29] = 11'sd2;
    assign coeffs[30] = 11'sd2;  assign coeffs[31] = 11'sd1;
    reg signed [INPUT_WIDTH-1:0] delay_line [0:TAPS-1];
    reg signed [26:0] products [0:TAPS-1];  
    reg signed [27:0] sum_stage1 [0:(TAPS/2)-1];
    reg signed [28:0] sum_stage2 [0:(TAPS/4)-1];
    reg signed [29:0] sum_stage3 [0:(TAPS/8)-1];
    reg signed [30:0] sum_stage4 [0:(TAPS/16)-1];
    reg signed [31:0] final_sum;
    integer i;
    always @(posedge clk) begin
        for (i = TAPS-1; i > 0; i = i - 1) begin
            delay_line[i] <= delay_line[i-1];
        end
        delay_line[0] <= $signed(data_in);   
    end
    always @(posedge clk) begin
        for (i = 0; i < TAPS; i = i + 1) begin
            products[i] <= delay_line[i] * coeffs[i];
        end
    end
    always @(posedge clk) begin
        for (i = 0; i < TAPS/2; i = i + 1) begin
            sum_stage1[i] <= $signed(products[2*i]) + $signed(products[2*i+1]);
        end
    end
    always @(posedge clk) begin
        for (i = 0; i < TAPS/4; i = i + 1) begin
            sum_stage2[i] <= $signed(sum_stage1[2*i]) + $signed(sum_stage1[2*i+1]);
        end
    end
    always @(posedge clk) begin
        for (i = 0; i < TAPS/8; i = i + 1) begin
            sum_stage3[i] <= $signed(sum_stage2[2*i]) + $signed(sum_stage2[2*i+1]);
        end
    end
    always @(posedge clk) begin
        for (i = 0; i < TAPS/16; i = i + 1) begin
            sum_stage4[i] <= $signed(sum_stage3[2*i]) + $signed(sum_stage3[2*i+1]);
        end
    end
    always @(posedge clk) begin
        final_sum <= $signed(sum_stage4[0]) + $signed(sum_stage4[1]);
    end
    always @(posedge clk) begin
        data_out <= final_sum;
    end
endmodule
==> flow_metrics.py <==
# Flow results
metrics = {
    "cells_and_area": {
        "nFillCells": 35600,
        "lay_top_count": "ha_1",
        "lay_top_cells": "ha_1 (1822), dfxtp_1 (1749), inv_1 (1583)",
        "final_util_pct": 33.9,
        "drive_above_1_share_pct": 4.25,
        "areaGrowthSynthToFinish_pct": 12.3,
        "instances_no_fill": 16000,
    },
    "critical_path": {
        "r2r-start": "delay_line[16][5]",
        "r2r_slack_ns": 4.66,
        "critPathMaxStageDelay_ns": 0.62,
        "critPathMaxFanout": 6,
        "critPathSlowestCell": "fa_1",
        "critical_path.top_delay_family": "adder cells",
        "cp.arrival_ns": 6.30,
        "startpoint_type": "flip-flop",
        "crit_required_ns": 10.96,
        "cp_num_buf_inv": 4,
        "cp-end-kind": "flip-flop",
        "crit_chain": "inv_1 > fa_1 > fa_1 > fa_1 > inv_1 > fa_1 > inv_1 > fa_1 > inv_1 > ha_1 > nor4_1 > o21ai_1 > a21o_1 > a21oi_2 > o21ai_1 > o41ai_2 > xnor2_1",
        "worst-setup-path-type": "reg2reg",
        "path_common_cell": "fa_1",
        "worstReg2RegEnd": "products[16][25]",
        "ff2ff_path_depth": 17,
    },
    "yosys": {
        "yosysChipArea_mm2": 0.107,
        "seq_area_frac_synth_pct": 32.7,
        "syn_avg_cell_area_um2": 9.87,
        "synthArstFlopShare_pct": 0,
        "yosys_warnings": 7,
        "synthCells": 10900,
        "ys_types": 101,
        "ys_cells": 10900,
        "syn_area_mm2": 0.107,
        "ys_ff": 1750,
        "ff_type": "dfxtp_1",
        "edf_count": 0,
    },
    "clock_tree": {
        "cts_setup_buffers": 0,
        "cts_hold_buf": 0,
        "htree_levels": 4,
        "cts.clk_slew.worst_paths_ns": 0.06,
        "cts_resized": 0,
        "cts_root_buffer": "clkbuf_16",
        "cts_tree": "done",
        "cts_num_sinks": 1750,
        "cts_buffers": 201,
        "clock_latency_ns": 0.90,
        "cts_max_path_buffers": 4,
    },
    "floorplan": {
        "core-area_mm2": 0.356,
        "io_pins": 49,
        "fp_util_pct": 30.2,
        "die_height_um": 600,
        "chipArea_mm2": 0.360,
        "rows": 219,
        "fp.dieW_um": 600,
    },
    "routing": {
        "wirelength_um": 225000,
        "ant_nets": 0,
        "via_per_inst": 4.45,
        "drt_pass1_iterations": 21,
        "vias": 71100,
        "drtIter0Drc": 2803,
        "drc": 0,
        "wire_per_inst_um": 14.1,
    },
    "global_route": {
        "gr-total-overflow": 0,
        "grt_pass1_vias": 71100,
        "antenna_found_initial": 9,
        "grt_start_max_net_pins": 46,
        "track_usage_pct": 13.1,
        "grt_pass1_wl_um": 367000,
    },
    "timing": {
        "skew_ns": 0.0885,
        "relSlewSlack_pct": 47.2,
        "worstMarginPinSlew_ns": 0.791,
        "finalCriticalPeriod_ns": 5.54,
        "post-route-period-util_pct": 54.3,
        "holdWs_ns": 0.260,
        "setup_violations": 0,
        "rsz0062_at_grt": "false",
        "setup_tns_ns": 0,
        "finalHoldViolCount": 0,
        "slew_violations": 0,
        "fmax_mhz": 181,
    },
    "run": {
        "warnings": 115,
        "drv_cap": 0,
    },
    "run_status": {
        "status": "complete, no violations",
    },
    "power": {
        "power_leakage_nw": 57.6,
        "power_mw": 43.2,
        "powerDensity_mw_per_mm2": 359,
        "ir_drop_v": 0.000268,
    },
    "min_path": {
        "hp-class": "reg2reg",
        "min_from": "delay_line[1][4]",
        "hold_end": "delay_line[2][4]",
        "hold_depth": 0,
    },
    "placed_design": {
        "dp_hpwl_um": 180000,
        "dp.cells": 15600,
        "place_congestion": 0.898,
        "io_buffers": 48,
    },
}
[Yosys cell counts, types with 27 or more instances]
cell,number,area share [%]
dfxtp_1,1750,33
and3_1,70,0.41
nand4_1,70,0.41
or3_1,41,0.24
o211ai_1,31,0.22
nand3_1,136,0.63
inv_1,1583,5.5
nor3_1,171,0.80
nand2b_1,92,0.54
a211oi_1,60,0.42
xnor2_1,733,6.0
a21boi_0,29,0.20
o21ai_0,278,1.3
a21o_1,356,2.5
xor2_1,233,1.9
mux2_2,29,0.30
o21a_1,89,0.62
ha_1,1822,21
clkbuf_1,68,0.24
o21ai_1,131,0.61
fa_1,536,10
o31ai_1,39,0.27
nor2_1,586,2.1
and2_1,39,0.23
o21bai_1,128,0.90
a21oi_1,702,3.3
nor2b_1,145,0.85
or2_2,32,0.19
nand2_1,386,1.4
nor4_1,27,0.16
a31oi_1,76,0.44
[worst max path at each step]
stage | startpoint | endpoint | slack [ns] | cells after the start
global route | delay_line[16][5] | products[16][25] | 4.33 | 17
finish | delay_line[16][5] | products[16][25] | 4.66 | 17
CTS | delay_line[16][5] | products[16][24] | 4.64 | 18
[area by class of cell]
class                      instances  area (um2)  area share [%]
antenna                            9        22.5          0.0187
clock buffer                     269        5710            4.74
clock inverter                    91        1200           0.996
inverter                        1583        5940            4.94
multi-input combinational       7463       66000            54.8
sequential                      1750       35000            29.1
tap                             4751        5940            4.94
timing repair buffer              56         541           0.449
[per-layer routing]
layer  global-route usage [%]  vias up  wire, um
met2                     20.3      930     97700
met4                     3.28        0      6650
met1                     18.6    32600    107000
met5                        0        -         0
met3                     3.15      300     13000
li1                         -    37300         -
[power by group]
part | switching (mW) | internal [mW] | total (mW)
clock network | 2.95 | 4.51 | 7.46
registers | 1.34 | 9.60 | 10.9
logic | 13.9 | 10.8 | 24.8
total | 18.2 | 24.9 | 43.2
[worst reg2reg max path, cell delays in order (launching register included)]
cell and delay [ns]:
dfxtp_1 0.52, inv_1 0.21, fa_1 0.62, fa_1 0.45, fa_1 0.54, inv_1 0.05
fa_1 0.47, inv_1 0.05, fa_1 0.47, inv_1 0.04, ha_1 0.25, nor4_1 0.52
o21ai_1 0.20, a21o_1 0.22, a21oi_2 0.23, o21ai_1 0.19, o41ai_2 0.33, xnor2_1 0.15
[metrics by stage]
step / setup slack (ns) / cell area [um2]
4_1_cts: 4.64 / 120000
5_1_grt: 4.33 / 120000
3_5_place_dp: 4.65 / 113000
6_report: 4.66 / 120000
3_3_place_gp: 4.60 / 113000
2_1_floorplan: 4.88 / 107000
[state kept, by name, summed over array words and instances (netlist names)]
register    flops
sum_stage3    120
products      462
final_sum      32
sum_stage4     62
delay_line    504
sum_stage2    200
data_out       32
sum_stage1    338
[kinds of logic (layout without fill, tap and decap cells)]
kind of cell | after synthesis | after routing | synth area share, %
flip-flops | 1750 | 1750 | 32.7
other | 0 | 9 | 0
buffers and inverters | 1653 | 1999 | 5.79
multiplexers | 40 | 40 | 0.407
XOR/XNOR | 966 | 966 | 7.89
AND-OR/OR-AND | 2231 | 2231 | 13.6
AND/OR/NAND/NOR | 1868 | 1868 | 8.41
adder cells (fa/ha/maj) | 2358 | 2358 | 31.3
Power figures rest on the tool's default switching activity, not on a simulated workload.
