### design/flow/run.sh
#!/bin/bash
# OpenROAD 26Q1-2900-gdf79404cd8, Yosys 0.63+post, stock flow scripts
make -C /OpenROAD-flow-scripts/flow DESIGN_CONFIG=/design/flow/config.mk WORK_HOME=/design/flow/orfs finish
### design/flow/config.mk
export PLATFORM = sky130hd
export DESIGN_NAME = fir_moving_avg_filter
export DESIGN_NICKNAME = fir_moving_avg_filter
export VERILOG_FILES = /design/flow/design.v
export SDC_FILE = /design/flow/constraint.sdc
export NUM_CORES = 4
export LEC_CHECK = 1
export CORE_UTILIZATION = 50
### design/flow/constraint.sdc
current_design fir_moving_avg_filter

set clk_period 7.5
set clk_io_pct 0.2

create_clock -name clk0 -period $clk_period [get_ports {clk}]

set non_clock_inputs [all_inputs -no_clocks]
set_input_delay [expr $clk_period * $clk_io_pct] -clock clk0 $non_clock_inputs
set_output_delay [expr $clk_period * $clk_io_pct] -clock clk0 [all_outputs]
### design/flow/design.v
`timescale 1ns / 1ps
module fir_moving_avg_filter
#(
	parameter AVE_DATA_NUM = 5'd8,
	parameter AVE_DATA_BIT = 5'd3
)
(
	input              reset_n,
	input              clk,
	input      [15 :0] noisy,
	output reg [15 :0] filtered_scaled,
	output reg [15 :0] noisy_scaled
);
reg [15:0] data_reg [AVE_DATA_NUM-1:0];
reg [7 :0] temp_i;
always @ (posedge clk or negedge reset_n)
if(!reset_n)
	for (temp_i=0; temp_i<AVE_DATA_NUM; temp_i=temp_i+1)
		data_reg[temp_i] <= 'd0;
else
begin
	data_reg[0] <= noisy;
	for (temp_i=0; temp_i<AVE_DATA_NUM-1; temp_i=temp_i+1)
		data_reg[temp_i+1] <= data_reg[temp_i];
end
reg [15:0] sum;
always @ (posedge clk or negedge reset_n)
if (!reset_n)
	sum <= 'd0;
else
	sum <= sum + noisy - data_reg[AVE_DATA_NUM-1];  
always @(posedge clk)
  begin
    noisy_scaled    <= noisy;
    filtered_scaled <= sum ;
  end 
endmodule
==> results.txt <==
Implementation summary

The run finished with clean final reports. The final layout reports a setup TNS of 0 ps. Counting pins that exceed their max-slew limit in the final report gives 0.

The maximum level of the CTS H-tree is 4. The clock tree from TritonCTS is yes. Setup repair after global routing left no endpoint under its margin. The path depth of the worst reg2reg path is 9. The worst-case setup slack after placement is ~3300 ps. The register with the most flip-flops in the layout has ~130 of them. As logged by OpenROAD, the buffers inserted on ports number between 40 and 50. Data arrives at the worst endpoint at between 4000 and 5000 ps.

Hold analysis shows the worst path with a depth of 0. The detailed-route wire length is between 7000 and 8000 um. The highest signal layer in the routed design is met4. Yosys reports that the most numerous cell types are sky130_fd_sc_hd__dfrtp_1, sky130_fd_sc_hd__inv_1, sky130_fd_sc_hd__dfxtp_1, sky130_fd_sc_hd__ha_1, sky130_fd_sc_hd__fa_1. The global-route total usage across every layer is 15.1%. Per the CTS log, the root buffer master is sky130_fd_sc_hd__clkbuf_8. The max-slew check reports its worst relative slack as between 50% and 60%. Dividing the detail-routed wire length by the instance count gives 12.5 um. According to the floorplan report, the total die area is 11500 um^2. The worst setup path is of the in -> reg kind.

In this run the critical register-to-register path is launched from sum[1]$_DFF_PN0_. During synthesis, Yosys emitted a total of 2 warnings. The source-to-sink clock delay at the later pin of the worst-skew pair is approximately 520 ps. The number of global-route vias before repair was between 2k and 3k. The share of the yosys chip area belonging to registers is about three quarters. In the detailed route, the total length drawn on met3 is approximately 330 um.

The floorplan row count is 38. The initial antenna violation count came to 0. The first TritonRoute pass finished after 4 iterations. The number of inserted diodes is 0.

The standard cell core area is between 10000 and 15000 um^2. Hold repair after CTS inserted 0 buffers. Looking at area per cell type in the netlist, the leader is sky130_fd_sc_hd__dfrtp_1. The flip-flop cell with the highest count after synthesis is sky130_fd_sc_hd__dfrtp_1. After synthesis, the design contains around 350 cells according to Yosys. Clock-pin slew was measured on the worst setup and hold paths at 70 ps. The weighted congestion reported at the end of routability-driven placement is roughly 0.84. Setup slack on the worst reg-to-reg path comes out at a little under 5000 ps.

The most common cell in the synthesized netlist is sky130_fd_sc_hd__dfrtp_1. The summed instance area of the synthesized netlist is 5540 um^2. The share of the clock period used by the worst path after layout is 49.9%. The number of hold-slack violations in the final timing report is 0. Per the CTS log, the buffer count on the longest clock path is 2. By area the synthesized netlist is led by sky130_fd_sc_hd__dfrtp_1, sky130_fd_sc_hd__dfxtp_1, sky130_fd_sc_hd__fa_1.

The area fraction of the largest cell type after synthesis is between 60% and 70%. The vias per cell is about 4.4. The clock sink count is approximately 180. The worst-case setup margin in the final layout is 3750 ps. The number of max-capacitance violations reported is 0. Clock skew on the completed layout was measured at between 10 and 15 ps. The startpoint of the lowest-slack hold path is data_reg[2][11]$_DFF_PN0_. The first global-routing pass estimated roughly 13000 um of wire. The aggregate global routing overflow is 0. The classification of the worst-slack hold path is reg -> reg. The achievable frequency is 267 MHz.

Per the timing report, the most critical flop-to-flop path finishes at sum[15]$_DFF_PN0_. Of all nets on the critical path, the largest fanout is 4. The area growth from synthesis to layout is 22.4%. The final setup violation count is 0. Pin placement for this block handled approximately 50 I/O pins. The horizontal extent of the die is roughly 110 um. The first routing iteration left ~65 violations.

Across all stage logs, warnings added up to 25. Once detailed placement completed, the half-perimeter wirelength came to 4500 um. The post-CTS setup repair buffer count is 0.

The gate count of the mapped netlist is 354. CTS added clock buffers totalling 17. For the pin with the worst max-slew slack, the measured transition is 647 ps.

STA shows the worst min-delay path finishing at data_reg[3][11]$_DFF_PN0_. In this run, synthesis inferred 0 flip-flops with an integrated enable. The share of cells above drive strength 1 is between 8 and 9%. For this run, asynchronously set or reset flops after synthesis account for roughly 80%.

Entering global routing, the biggest net connects around 55 pins. The post-synth register bit count is about 180. The final critical delay including setup and external delays is 3750 ps. Per the synthesis report, the number of distinct cell types is 36. Per the OpenROAD floorplan log, the height of the die is between 100 and 150 um. The stat command in Yosys gives a chip area of around 5500 um^2. After clock tree synthesis, the repair step resized 0 gates.

The total via count after detailed routing is 2551. Per the OpenROAD power report, leakage power amounts to between 0.003 and 0.004 uW. The routed length on met1 is between 3000 and 4000 um. The floorplan-stage core utilization is between 50% and 60%. The detailed router reports a met2 wire length of 2850 um. The maximum resistive drop on vdd is roughly 0.24 mV.

The DRC violation total left in the routed layout is recorded as 0. The kind of start point of the critical path is an input pin. The residual antenna-violating net count after detailed routing is 0. The per-instance average area after synthesis is around 16 um^2.

The kind of end point of the critical path is a flop. The flow reported a cell area power density of roughly 400 nW/um^2. The required time at the endpoint of the critical path is 7900 ps.
==> critical path: stages <==
cell	delay, ps
sky130_fd_sc_hd__clkdlybuf4s50_1	510
sky130_fd_sc_hd__inv_1	80
sky130_fd_sc_hd__fa_1	600
sky130_fd_sc_hd__inv_1	60
sky130_fd_sc_hd__ha_1	300
sky130_fd_sc_hd__a211oi_1	340
sky130_fd_sc_hd__o211ai_1	170
sky130_fd_sc_hd__a41oi_2	310
sky130_fd_sc_hd__a31oi_2	140
sky130_fd_sc_hd__xnor2_1	140
==> kinds of logic (layout without fill, tap and decap cells) <==
kind of cell,after synthesis,after routing,share of synthesized area [%]
adders and majority gates,31,31,9.03
buffers and inverters,65,146,4.42
xor gates and xnor gates,15,15,2.37
DFF,176,176,76.6
and+or+nand+nor,27,27,2.51
AOI/OAI and AO/OA,40,40,5.10
==> worst max-delay path by stage <==
stage / slack, ps / end / start / cells past startpoint
6_report: 3750 / sum[15]$_DFF_PN0_ / noisy[1] / 10
4_1_cts: 3790 / sum[15]$_DFF_PN0_ / noisy[1] / 10
5_1_grt: 3580 / sum[15]$_DFF_PN0_ / noisy[1] / 10
==> per-stage QoR <==
| stage | total power [uW] | cells | instance area (um^2) | hold slack (ps) | utilization, % |
|---|---|---|---|---|---|
| after detailed placement | 1970 | 543 | 6220 | 335 | 57.3 |
| after floorplan | 1720 | 354 | 5540 | 331 | - |
| after global routing | 2980 | 575 | 6790 | 346 | 62.6 |
| final | 2780 | 575 | 6790 | 340 | 62.6 |
| after global placement | 1970 | 543 | 6220 | 333 | 57.3 |
| after CTS | 2820 | 575 | 6790 | 345 | 62.6 |
==> metal layers <==
layer	up-vias	track usage, %
met5	-	0
met2	55	19.1
met1	1250	29.5
met3	8	3.64
li1	1238	-
met4	0	2.74
==> power by group <==
group          switching [uW]  internal [uW]
Clock                     348            485
Sequential               50.2           1090
Combinational             409            397
Total                     807           1970
==> layout by cell type, fill, tap and decap left out, types with 2 or more instances in the layout <==
| master | synthesis | layout |
|---|---|---|
| sky130_fd_sc_hd__a21o_1 | 3 | 3 |
| sky130_fd_sc_hd__a21oi_1 | 14 | 14 |
| sky130_fd_sc_hd__and3_1 | 2 | 2 |
| sky130_fd_sc_hd__buf_4 | 0 | 2 |
| sky130_fd_sc_hd__bufinv_16 | 0 | 2 |
| sky130_fd_sc_hd__clkbuf_1 | 1 | 3 |
| sky130_fd_sc_hd__clkbuf_16 | 0 | 16 |
| sky130_fd_sc_hd__clkbuf_8 | 0 | 2 |
| sky130_fd_sc_hd__clkdlybuf4s50_1 | 0 | 48 |
| sky130_fd_sc_hd__clkinvlp_4 | 0 | 6 |
| sky130_fd_sc_hd__dfrtp_1 | 144 | 144 |
| sky130_fd_sc_hd__dfxtp_1 | 32 | 32 |
| sky130_fd_sc_hd__fa_1 | 15 | 15 |
| sky130_fd_sc_hd__ha_1 | 16 | 16 |
| sky130_fd_sc_hd__inv_1 | 63 | 63 |
| sky130_fd_sc_hd__inv_6 | 0 | 2 |
| sky130_fd_sc_hd__nand2_1 | 8 | 8 |
| sky130_fd_sc_hd__nand2b_1 | 4 | 4 |
| sky130_fd_sc_hd__nand3_1 | 2 | 2 |
| sky130_fd_sc_hd__nand3b_1 | 2 | 2 |
| sky130_fd_sc_hd__nor2_1 | 5 | 5 |
| sky130_fd_sc_hd__o211ai_1 | 3 | 3 |
| sky130_fd_sc_hd__o21ai_0 | 7 | 7 |
| sky130_fd_sc_hd__xnor2_1 | 12 | 12 |
| sky130_fd_sc_hd__xor2_1 | 3 | 3 |
==> layout make-up <==
type                            instances  area [um^2]
Clock buffer                           21          439
Clock inverter                         11          131
Fill cell                             800         4050
Inverter                               63          236
Multi-Input combinational cell        113         1050
Sequential cell                       176         4240
Tap cell                              140          175
Timing Repair Buffer                   51          507
Power and IR drop assume default switching activity.
