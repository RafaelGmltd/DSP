**flow/run.sh**
```bash
#!/bin/bash
# OpenROAD 26Q1-2900-gdf79404cd8, Yosys 0.63+post, stock flow scripts
make -C /OpenROAD-flow-scripts/flow DESIGN_CONFIG=/design/flow/config.mk WORK_HOME=/design/flow/orfs finish
```
**flow/config.mk**
```make
export PLATFORM = sky130hd
export DESIGN_NAME = my_fir
export DESIGN_NICKNAME = my_fir
export VERILOG_FILES = /design/flow/design.v
export SDC_FILE = /design/flow/constraint.sdc
export NUM_CORES = 4
export LEC_CHECK = 1
export CORE_UTILIZATION = 40
```
**flow/constraint.sdc**
```tcl
current_design my_fir

set clk_period 15.5
set clk_io_pct 0.2

create_clock -name clk0 -period $clk_period [get_ports {clk}]

set non_clock_inputs [all_inputs -no_clocks]
set_input_delay [expr $clk_period * $clk_io_pct] -clock clk0 $non_clock_inputs
set_output_delay [expr $clk_period * $clk_io_pct] -clock clk0 [all_outputs]
```
**flow/design.v**
```verilog
module my_fir
#(parameter F=10)
(
input logic                clk,
input logic                rst,
input logic signed  [15:0] filter_in,
output logic signed [31:0] filter_out
    );
logic signed [15:0] shift_regs [0:16];
logic signed [15:0] coes       [0:16];
logic signed [31:0] mults      [0:16];
logic signed [31:0] psum       [0: 3];
logic signed [31:0] sum;
always@(posedge clk,posedge rst)
  if(rst)
    for(int i=0;i<=16;i++)
     shift_regs[i]<=0;
  else
  begin
     shift_regs[0]<=filter_in;
     for(int i=0;i<16;i++)
       shift_regs[i+1]<=shift_regs[i];
  end
assign coes[0]= -17;
assign coes[1]=  62;
assign coes[2]=  456;
assign coes[3]=  1482;
assign coes[4]=  3367;
assign coes[5]=  6013;
assign coes[6]=  8880;
assign coes[7]=  11129;
assign coes[8]=  11983;
assign coes[9]=  11129;
assign coes[10]= 8880;
assign coes[11]= 6013;
assign coes[12]= 3367;
assign coes[13]= 1482;
assign coes[14]= 456;
assign coes[15]= 62;
assign coes[16]= -17;
always@(posedge clk,posedge rst)
  if(rst)
    for(int i=0;i<=16;i++)
      mults[i]<=0;
  else
  begin
    for(int i=0;i<=16;i++)
      mults[i]<=coes[i]*shift_regs[i]; 
  end
always@(posedge clk,posedge rst)
  if(rst)
     for(int i=0;i<4;i++)
       psum[i]<=0;
  else
       for(int i=0;i<4;i++)
        psum[i]<=mults[4*i]+mults[4*i+1]+mults[4*i+2]+mults[4*i+3];
always@(posedge clk,posedge rst)
  if(rst)
     sum<=0;
  else
    sum<=psum[0]+psum[1]+psum[2]+psum[3]+mults[16];
assign filter_out=(sum>>>F);
endmodule
```
==> results.yml <==
# flow metrics
run_status:
  status: "complete, no violations"
logic_synthesis:
  edf_count: 0
  synth_area_um2: 94330
  syn_inst: 8783
  ys_types: 83
  avgSynthCellArea_um2: 10.74
  yosys_cells: 8783
  ys_async_sr_fraction: 1.000
  ff_type: "dfrtp_1"
  ys_area_um2: 94330
  synth-seq-cells: 845
  ys_seq_frac: 0.2242
  yosysWarnings: 5
grt:
  grt_overflow_total: 0
  grt_pass1_wl_mm: 340.5
  grt_max_degree: 126
  antenna_found_initial: 6
  grt_pass1_vias: 61709
  grtUsageTotal: 0.1956
final_timing:
  hold_viol: 0
  tns_ns: 0
  setup_viol: 0
  rsz0062_at_grt: "false"
  finalClockSkew_ns: 0.06936
  min_period_over_period: 0.4106
  slew_headroom: 0.4208
  fin_crit_ns: 6.364
  max_freq_mhz: 157.1
  slew_viol_final: 0
  worst_pin_slew_ns: 0.8626
detailed_routing:
  drc: 0
  num_vias: 57896
  drt_iter0_drc: 2334
  antenna_left: 0
  routedWlPerCell_um: 17.05
  drt_wl_total_mm: 207.3
  drt_pass1_iterations: 5
  viasPerCell: 4.760
placement:
  dp.cells: 11968
  gp_congestion: 0.9313
  port_buffers: 49
  dp_hpwl_mm: 177.8
run:
  maxCapViolations: 0
  warning_count: 132
setup_path:
  slowest_stage: "o31ai_1"
  path_class: "reg2reg"
  critPathCaptureType: "register"
  cpMostUsedCell: "fa_1"
  cp_max_fo: 8
  path_depth: 19
  cp.required_ns: 16.10
  arrival_ns: 6.96
  critPathLaunchType: "register"
  crit_chain: "fa_1 -> ha_1 -> fa_1 -> inv_1 -> fa_1 -> inv_1 -> fa_1 -> fa_1 -> ha_1 -> o21ai_0 -> nand2b_1 -> a31oi_1 -> o31ai_1 -> nand3_1 -> a311oi_2 -> a311oi_1 -> o31ai_1 -> a21oi_1 -> xor2_1"
  r2r.worst_path.cells: 19
  max_stage_delay_ns: 0.63
  crit_family: "adder cells"
  crit_buf_inv: 2
clock_network:
  clock-sinks: 845
  path_clk_slew_ns: 0.06
  clock.latency.late_pin_ns: 0.79
  cts_tree: "yes"
  cts-resized-gates: 0
  cts_root_buf: "clkbuf_16"
  cts_inserted_buffers: 103
  postCtsHoldBufs: 0
  cts_max_level: 3
  post_cts_buffers: 0
  clk_path_buf_depth: 3
layout:
  drive_above_1_share: 0.03079
  fin_cells: 12163
  area_growth_pct: 8.890
  fill_cells: 21289
  final_cell_mix: "2241 x inv_1, 1524 x ha_1, 1392 x fa_1"
  mostFrequentLayoutCell: "inv_1"
worst_hold_path:
  worstHoldPathType: "reg2reg"
  hold_depth: 0
floorplanning:
  die_h_um: 487.6
  initCoreUtil: 0.4041
  dieArea_um2: 237800
  num_rows: 177
  die_w_um: 487.6
  ios: 50
  core_um2: 233400
[layout make-up]
type                    instances  area, um^2  share of cell area
diodes                          2       5.005          0.00004873
clock buffers                 135        2888             0.02811
clock inverters                58       950.9            0.009258
inverters                    2243        8423             0.08200
multi-input cells            5662       64600              0.6290
flip-flops and latches        845       21150              0.2059
well taps                    3132        3919             0.03815
repair buffers                 86       780.7            0.007601
[stage by stage]
stage          instance area (um^2)  worst slack (ns)  utilization  hold slack [ns]
2_1_floorplan                 94330            0.7898            -           0.3858
3_3_place_gp                  98870             8.847       0.4236           0.4107
3_5_place_dp                  98870             8.782       0.4236           0.4116
4_1_cts                      102700             9.130       0.4400           0.4132
5_1_grt                      102700             8.728       0.4400           0.4226
6_report                     102700             9.136       0.4400           0.4122
[metal layers]
metal	part of all wire	track usage	vias to the layer above
li1	-	-	28147
met3	0.080	0.06491	233
met4	0.023	0.03372	0
met2	0.46	0.2963	1095
met5	0	0	-
met1	0.44	0.2883	28421
[registers in the layout, indices dropped and copies added, names as in the netlist]
register    flops
shift_regs    272
mults         425
psum          126
sum            22
[Yosys cell counts, types with 50 or more instances]
cell	n	area [um^2]
fa_1	1392	27870
o21ai_0	157	785.8
nand3_1	89	445.4
o21a_1	50	375.4
nor3_1	94	470.5
xnor2_1	416	3643
ha_1	1524	19070
nand2b_1	55	344.1
inv_1	2242	8416
o21bai_1	79	593.1
xor2_1	157	1375
dfrtp_1	845	21150
a21o_1	165	1239
nand2_1	188	705.7
nor2_1	278	1044
a21oi_1	385	1927
[path summary, 6_finish.rpt]
kind / startpoint / endpoint / slack, ns
max in group asynchronous: rst / shift_regs[13][13] / 9.78
setup reg to reg: shift_regs[8][10] / mults[8][30] / 9.14
min in group asynchronous: rst / shift_regs[9][13] / 2.81
hold / removal: shift_regs[2][1] / shift_regs[3][1] / 0.41
setup / recovery: shift_regs[8][10] / mults[8][30] / 9.14
hold reg to reg: shift_regs[2][1] / shift_regs[3][1] / 0.41
[kinds of logic (layout without fill, tap and decap cells)]
| family | count (synthesis) | count (layout) | synth area share |
|---|---|---|---|
| DFF | 845 | 845 | 0.2242 |
| and+or+nand+nor | 965 | 965 | 0.04998 |
| muxes | 25 | 25 | 0.002693 |
| AOI/OAI and AO/OA | 1183 | 1183 | 0.08143 |
| other | 0 | 2 | 0 |
| adders and majority gates | 2916 | 2916 | 0.4976 |
| buffers and inverters | 2276 | 2522 | 0.09097 |
| xor gates and xnor gates | 573 | 573 | 0.05320 |
